**design/flow/run.sh**
```bash
#!/bin/bash
# OpenROAD 26Q1-2900-gdf79404cd8, Yosys 0.63+post, stock flow scripts
make -C /OpenROAD-flow-scripts/flow DESIGN_CONFIG=/design/flow/config.mk WORK_HOME=/design/flow/orfs finish
```
**design/flow/config.mk**
```make
export PLATFORM = sky130hd
export DESIGN_NAME = lab5
export DESIGN_NICKNAME = lab5
export VERILOG_FILES = /design/flow/design.v
export SDC_FILE = /design/flow/constraint.sdc
export NUM_CORES = 4
export LEC_CHECK = 1
export CORE_AREA = 10 10 70 70
export DIE_AREA = 0 0 80 80
```
**design/flow/constraint.sdc**
```tcl
current_design lab5

set clk_period 2.2
set clk_io_pct 0.2

create_clock -name clk0 -period $clk_period [get_ports {clk}]

set non_clock_inputs [all_inputs -no_clocks]
set_input_delay [expr $clk_period * $clk_io_pct] -clock clk0 $non_clock_inputs
set_output_delay [expr $clk_period * $clk_io_pct] -clock clk0 [all_outputs]
```
**design/flow/design.v**
```verilog
module lab5 (str_out, match, rst, str_in, clk);
	input clk, rst, str_in ;
	output [2:0]str_out;
	output match;
	reg [2:0]str_out;
	reg [1:0]current_state, next_state;
	reg match;
	parameter [1:0]s0=2'b00, s1=2'b01, s2=2'b10, s3=2'b11;
	always@ (posedge clk or posedge rst)begin
		if(rst) current_state <= s0;
		else begin
			current_state<=next_state;
			str_out[0]<=str_in;
			str_out[1]<=str_out[0];
			str_out[2]<=str_out[1];
		end
	end
	always@ (current_state or str_in)begin	
			if(current_state==s0 && str_in==0)next_state=s0;
			if(current_state==s0 && str_in==1)next_state=s1;
			if(current_state==s1 && str_in==0)next_state=s0;
			if(current_state==s1 && str_in==1)next_state=s2;
			if(current_state==s2 && str_in==0)next_state=s3;
			if(current_state==s2 && str_in==1)next_state=s2;
			if(current_state==s3 && str_in==0)next_state=s0;
			if(current_state==s3 && str_in==1)next_state=s1;
	end
	always@ (current_state)begin
		if(current_state==s3)match=1;
		else match=0;
	end
endmodule 
```
==> results.md <==
| Result | This run |
| --- | --- |
| Warnings from Yosys | 1 |
| Number of unique standard cell types used by synthesis | 11 |
| Hold/Removal Path Class | primary input to async pin |
| Main area contributors after synthesis | sky130_fd_sc_hd__edfxtp_1 (40%), sky130_fd_sc_hd__dfrtp_1 (22%), sky130_fd_sc_hd__dlxtn_1 (13%) |
| FF/Latch Area | 170.2 µm² |
| Startpoint of the most critical register-to-register path | current_state[1] |
| Result of the run | complete, no violations |
| VDD IR max | 0.1051 mV |
| Clock root cell | sky130_fd_sc_hd__clkbuf_4 |
| Arrival time at the worst endpoint | 1.26 ns |
| Accumulated negative setup slack | 0 ns |
| Clock network latency to the later pin of the worst-skew pair | 0.24 ns |
| Antenna violations before repair | 0 |
| Buffer levels on the longest clock path | 2 |
| Largest net degree at the start of global routing | 6 |
| Count of standard-cell rows | 21 |
| Number of ports placed on the die boundary | 7 |
| Number of standard cells after synthesis | 15 |
| Synth Area in Adders | 0% |
| Drt first pass iters | 2 |
| Floorplan die height | 80 µm |
| F_max | 587.0 MHz |
| Largest family of logic cells by area | simple AND/OR/NAND/NOR gates |
| Clock-pin slew reported for the worst setup and hold paths after clock tree synthesis | 0.04 ns |
| Final core area utilization | 10.84% |
| Switching power as a share of total power | 20.08% |
| Count of nets left with antenna violations after detail routing | 0 |
| Number of global-route vias before repair | 126 |
| Post-synthesis share of cell area spent on and, or, nand and nor gates | 8.427% |
| Combinational Power Share | 7.3% |
| Synth Register Bits | 7 |
| Fraction of post-synthesis cell area in the top cell type by area | 40.45% |
| Clock network fraction of total power | 45.7% |
| Final wirelength | 385 µm |
| Share of final-layout standard cells stronger than drive strength 1 | 15.38% |
| Remaining global-route overflow | 0 |
| First-pass GRT wire length | 600 µm |
| RSZ-0062 raised after global routing | false |
| Number of unconstrained endpoints | 2 |
| GPL Wtd Cong | 0.7171 |
| Avg WL per Cell | 5.347 µm |
| All-Layer GR Usage | 1.257% |
| Post-synthesis area per instance | 14.85 µm² |
| P&R area growth vs syn | 66.29% |
| Share of the clock period used by the worst path after layout | 77.43% |
| Port bufs | 6 |
| Final hold violation count | 0 |
| Total CTS buffers | 3 |
| Total leakage power | 0.1418 nW |
| Filler Cells Inserted | 396 |
| Int Power | 0.0001896 W |
| Met1 global-route usage | 1.618% |
| Reg power frac | 47.0% |
| Global-route track usage on met3 | 1.591% |
| Synth mux share | 4.494% |
| Total number of vias | 136 |
| Category of the critical setup timing path | register to primary output |
| Synthesized-area fraction occupied by ao, oa, aoi and oai cells | 3.371% |
| Cell total in the yosys stat output | 15 |
| Number of design-rule violations left by the first detailed-router iteration | 8 |
| Critical Path Start | current_state[0] |
| Post-synthesis xor/xnor area fraction | 3.933% |
| Pins Over Slew Limit | 0 |
| Required @ worst endpoint | 1.76 ns |
| Layer with the highest usage | met1 |
| PwrDens | 640.5 mW/mm² |
| Count of inserted antenna diode cells | 0 |
| Number of H-tree levels | 1 |
| Switching power summed over all nets | 0.00004763 W |
| Synthesized cell area | 222.7 µm² |
| Average vias per placed instance | 1.889 |
| Die footprint | 0.006400 mm² |
| Count of unresolved DRC violations after routing | 0 |
| Setup fix buffers added after clock tree synthesis | 0 |
| CTS tree | done |
| Endpoint kind of the worst setup timing path | primary output |
| Highest fanout seen on the critical path | 5 |
| Library cell occupying the most area in the post-synthesis netlist | sky130_fd_sc_hd__edfxtp_1 |
| Core region area | 0.003416 mm² |
| Horizontal extent of the die | 80 µm |
| Comb gate area | 52.55 µm² |
| Global-route track usage on met2 | 1.204% |
| Core Density at Floorplan | 6.520% |
| Hold_buf cts | 0 |
| Skew final | 0.0005803 ns |
| Post-cts gate resize count | 0 |
| Count of unclocked register or latch pins | 2 |
| Critical Path Start Type | register |
| Tool warnings | 25 |
| Max-Cap Viols | 0 |
| Count of endpoints failing setup in the final report | 0 |
| Min cycle time layout | 1.703 ns |
| Yosys stat chip area | 222.7 µm² |
[cells by family after synthesis]
logic type,Yosys count
XOR/XNOR,1
AND/OR/NAND/NOR,3
multiplexers,1
buffers and inverters,1
latches,2
other,1
AND-OR/OR-AND,1
flip-flops,5
[layer usage]
layer / vias to the layer above / part of all wire [%]
li1: 68 / -
met1: 57 / 52
met2: 11 / 25
met3: 0 / 22
met4: 0 / 0
met5: - / 0
[Yosys cell counts]
library cell,count
sky130_fd_sc_hd__nand2_1,1
sky130_fd_sc_hd__edfxtp_1,3
sky130_fd_sc_hd__dfrtp_1,2
sky130_fd_sc_hd__dlxtn_1,2
sky130_fd_sc_hd__conb_1,1
sky130_fd_sc_hd__mux2i_1,1
sky130_fd_sc_hd__inv_1,1
sky130_fd_sc_hd__nor3b_1,1
sky130_fd_sc_hd__and2_2,1
sky130_fd_sc_hd__a21o_1,1
sky130_fd_sc_hd__xnor2_1,1
[sequential cells by signal, summed over array words and instances, names as in the netlist]
register / cells
str_out: 3
current_state: 2
next_state: 2
[worst paths after layout]
| check | endpoint | slack (ns) | cells after the start |
|---|---|---|---|
| max | match | 0.50 | 2 |
| min | current_state[0] | 0.39 | 2 |
| max reg2reg | current_state[0] | 1.08 | 3 |
| min reg2reg | str_out[2] | 0.45 | 0 |
| max in group asynchronous | current_state[1] | 1.64 | 2 |
| min in group clk0 | str_out[2] | 0.45 | 0 |
[critical path, stage by stage (launching register included)]
cell and delay, ns:
sky130_fd_sc_hd__dfrtp_1 0.41, sky130_fd_sc_hd__and2_2 0.21, sky130_fd_sc_hd__clkdlybuf4s50_1 0.40
[power by group through the flow]
stage                 Clock (W)  Combinational [W]  Sequential (W)
after CTS              0.000113          0.0000177        0.000112
after global routing   0.000121          0.0000191        0.000112
final                  0.000108          0.0000173        0.000112
[placed cells by master, fill, tap and decap left out, types with 2 or more instances in the layout]
master,n
sky130_fd_sc_hd__clkdlybuf4s50_1,6
sky130_fd_sc_hd__clkbuf_4,3
sky130_fd_sc_hd__edfxtp_1,3
sky130_fd_sc_hd__dfrtp_1,2
sky130_fd_sc_hd__dlxtn_1,2
sky130_fd_sc_hd__conb_1,2
[stage by stage]
stage / setup slack [ns] / area (µm²) / std cells / hold slack (ns) / total power, W
6_report: 0.4965 / 370.4 / 72 / 0.3934 / 0.0002372
5_1_grt: 0.3965 / 370.4 / 72 / 0.3987 / 0.0002521
4_1_cts: 0.4666 / 370.4 / 72 / 0.3857 / 0.0002424
3_5_place_dp: 0.5066 / 344.1 / 68 / 0.4397 / 0.0001307
3_3_place_gp: 0.5474 / 344.1 / 68 / 0.4345 / 0.0001301
2_1_floorplan: 1.139 / 226.5 / 16 / 0.2162 / 0.0001169
[cell type report]
cell class / count / share of cell area (%)
multi-input combinational: 8 / 14.19
sequential: 7 / 45.95
inverter: 1 / 1.014
tap: 46 / 15.54
clock buffer: 4 / 7.095
timing repair buffer: 6 / 16.22
Power figures rest on the tool's default switching activity, not on a simulated workload.
