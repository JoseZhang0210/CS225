File: flow/design.v
module lab3 (A,B,C0,C4,S);
    input [3:0]A,B;
    input C0;
    wire [3:0]C;
    output C4;
    output [3:0]S;
    assign S[3:0]=A[3:0]^B[3:0]^C[3:0];
    assign C[1]=C0&(A[0]^B[0])|(A[0]&B[0]);
    assign C[2]=C[1]&(A[1]^B[1])|(A[1]&B[1]);
    assign C[3]=C[2]&(A[2]^B[2])|(A[2]&B[2]);
    assign C4=C[3]&(A[3]^B[3])|(A[3]&B[3]);
endmodule
File: flow/run.sh
#!/bin/bash
# OpenROAD 26Q1-2900-gdf79404cd8, Yosys 0.63+post, stock flow scripts
make -C /OpenROAD-flow-scripts/flow DESIGN_CONFIG=/design/flow/config.mk WORK_HOME=/design/flow/orfs finish
File: flow/config.mk
export PLATFORM = sky130hd
export DESIGN_NAME = lab3
export DESIGN_NICKNAME = lab3
export VERILOG_FILES = /design/flow/design.v
export SDC_FILE = /design/flow/constraint.sdc
export NUM_CORES = 4
export LEC_CHECK = 1
export CORE_AREA = 10 10 70 70
export DIE_AREA = 0 0 80 80
File: flow/constraint.sdc
current_design lab3

set clk_period 2.2
set clk_io_pct 0.2

create_clock -name clk0 -period $clk_period

set non_clock_inputs [all_inputs -no_clocks]
set_input_delay [expr $clk_period * $clk_io_pct] -clock clk0 $non_clock_inputs
set_output_delay [expr $clk_period * $clk_io_pct] -clock clk0 [all_outputs]
==> results_dict.tcl <==
# flow metrics
set metrics [dict create \
    ys_top_logic_family "adder cells" \
    seqCellArea_um2 0 \
    crit_start "A[0]" \
    postCtsSetupRepairBufs 0 \
    routed.top_layer "met3" \
    cp-end-kind "output pin" \
    yosys.area_share.aoi_pct 6.82 \
    viasPerCell 1.54 \
    xor_share_pct 0 \
    drtAntennaViolNets 0 \
    synth_seq_share_pct 0 \
    post-route-min-period_ns 2.62 \
    wl_met3_um 123 \
    grt_usage_pct 1.20 \
    drt-pass1-iter-count 1 \
    final-max-slew-violation-count 0 \
    min_path_type "in -> out" \
    met2WireLength_um 117 \
    status "finished with violations" \
    n_fill_cell 407 \
    top_cells_by_count "inv_1 (5), fa_1 (3)" \
    place_area_um2 308 \
    ys_chip_area_um2 110 \
    synth-adder-area-share_pct 65.9 \
    vias 108 \
    power_density_mw_per_mm2 162 \
    post-route-drc-count 0 \
    ff_count 0 \
    path_max_fanout 1 \
    fp.dieH_um 80 \
    routedLengthMet1_um 194 \
    fmax_ghz 0.382 \
    fp_util_pct 3.22 \
    grt_pass1_wl_um 614 \
    synthCells 12 \
    area_leaders "fa_1 (55%), inv_1 (17%), ha_1 (11%), a21o_1 (6.8%), buf_4 (6.8%)" \
    drt_wl_total_um 435 \
    cts-hold-fix-buffers 0 \
    finalCritPeriodShare_pct 119 \
    required_ns 1.76 \
    p_leak_uw 0.000131 \
    antenna_found_initial 0 \
    synth.avg_cell_area_um2 9.18 \
    start_kind "primary input" \
    nClkBuffers 0 \
    fin_area_um2 293 \
    yosysUniqueCellTypes 6 \
    violations "setup timing" \
    numPortBuffers 13 \
    tool_warnings 35 \
    routedWlPerCell_um 6.21 \
    ys_cells 12 \
    setup_violations 3 \
    ys_warn_count 1 \
    maxCapViolCount 0 \
    rsz0062_at_grt "true" \
    grt.overflow.total 0 \
    crit_type "in -> out" \
    synthMuxAreaShare_pct 0 \
    top_cell "inv_1" \
    diodes 0 \
    drt_iter0_drc 0 \
    dieArea_mm2 0.00640 \
    drive_gt1_share_pct 33.3 \
    hold_violations 0 \
    grt_start_max_net_pins 2 \
    peakVddDrop_mv 0.0177 \
    top_area_share_pct 54.5 \
    io_pins 14 \
    fp.dieW_um 80 \
    row_count 21 \
    place_inst 70 \
    grt_pass1_vias 109 \
    crit_arrival_ns 2.18 \
    layout.cells.non_filler 70 \
    routabilityCongestion 0.763 \
    core_area_mm2 0.00342 \
    yosysTopAreaCell "fa_1" \
    crit_path_end "S[3]" \
    synth.cellmix.simpleShare_pct 0 \
    layout_setup_ws_ns -0.416 \
    area_growth_pct 166 \
    syn-cell-area_um2 110 \
]
==> cells in the final DEF (no fill, tap or decap), drive strengths merged <==
cell type / instances
a21o: 1
conb: 1
clkdlybuf4s50: 4
fa: 3
inv: 5
clkdlybuf4s15: 1
buf: 4
dlygate4sd2: 3
ha: 1
dlymetal6s2s: 1
==> per-layer routing <==
layer / track usage [%] / vias to the layer above
met3: 1.36 / 0
met2: 1.44 / 12
li1: - / 54
met4: 0 / 0
met1: 1.46 / 42
met5: 0 / -
==> layout make-up <==
class	count	area (µm²)	share of cell area, %
inverter	5	18.8	6.41
multi-input combinational	6	101	34.6
tap	46	57.6	19.7
timing repair buffer	13	115	39.3
==> critical path, stage by stage <==
cell,delay [ns]
buf_6,0.10
ha_4,0.21
a21o_1,0.16
fa_2,0.34
fa_2,0.34
inv_2,0.06
fa_1,0.39
inv_1,0.05
buf_2,0.09
==> power breakdown <==
| group | internal, µW | switching, µW | total, µW |
|---|---|---|---|
| clock network | 0 | 0 | 0 |
| registers | 0 | 0 | 0 |
| logic | 31.0 | 16.3 | 47.4 |
| total | 31.0 | 16.3 | 47.4 |
==> how the worst min path moves through the flow <==
stage,cells after the start,slack [ns],endpoint,startpoint
final,3,1.39,S[1],B[1]
after global routing,3,1.44,S[1],B[1]
after CTS,3,1.51,S[1],A[1]
==> repair_timing <==
action,CTS,global route
gates resized,20,1
pin swaps,4,0
setup endpoints to repair,4,3
==> logic make-up after synthesis <==
family	count (synthesis)
compound gates	1
buf+inv	6
other cells	1
fa+ha+maj	4
==> stage by stage <==
stage | setup slack, ns | utilization, % | hold WS (ns) | power [µW] | setup TNS [ns]
global placement | -1.30 | 9.01 | 1.94 | 63.3 | -3.82
global route | -0.486 | 8.57 | 1.44 | 57.0 | -0.993
floorplan | -0.282 | - | 1.03 | 14.4 | -0.300
finish | -0.416 | 8.57 | 1.39 | 47.4 | -0.765
CTS | -0.428 | 8.50 | 1.51 | 49.6 | -0.803
detailed placement | -1.30 | 9.01 | 1.94 | 63.0 | -3.82
Power and IR drop assume default switching activity.
